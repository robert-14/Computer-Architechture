## config.mk

```make
export PLATFORM = sky130hd
export DESIGN_NAME = Registers
export DESIGN_NICKNAME = Registers
export VERILOG_FILES = /design/flow/design.v
export SDC_FILE = /design/flow/constraint.sdc
export NUM_CORES = 4
export LEC_CHECK = 1
export CORE_UTILIZATION = 50
```

## run.sh

```bash
#!/bin/bash
# OpenROAD 26Q1-2900-gdf79404cd8, Yosys 0.63+post, stock flow scripts
make -C /OpenROAD-flow-scripts/flow DESIGN_CONFIG=/design/flow/config.mk WORK_HOME=/design/flow/orfs finish
```

## design.v

```verilog
module Registers
(
    clk_i,
    RSaddr_i,
    RTaddr_i,
    RDaddr_i, 
    RDdata_i,
    RegWrite_i, 
    RSdata_o, 
    RTdata_o 
);
input               clk_i;
input   [4:0]       RSaddr_i;
input   [4:0]       RTaddr_i;
input   [4:0]       RDaddr_i;
input   [31:0]      RDdata_i;
input               RegWrite_i;
output  [31:0]      RSdata_o; 
output  [31:0]      RTdata_o;
reg     [31:0]      register        [0:31];
assign RSdata_o = (RegWrite_i==1 && !(^RDaddr_i === 1'bx) && (RSaddr_i==RDaddr_i)) ? RDdata_i : register[RSaddr_i];
assign RTdata_o = (RegWrite_i==1 && !(^RDaddr_i === 1'bx) && (RTaddr_i==RDaddr_i)) ? RDdata_i : register[RTaddr_i];
always@(posedge clk_i) begin
    if(RegWrite_i)
        register[RDaddr_i] <= RDdata_i;
end
endmodule 
```

## constraint.sdc

```tcl
current_design Registers

set clk_period 6.4
set clk_io_pct 0.2

create_clock -name clk0 -period $clk_period [get_ports {clk_i}]

set non_clock_inputs [all_inputs -no_clocks]
set_input_delay [expr $clk_period * $clk_io_pct] -clock clk0 $non_clock_inputs
set_output_delay [expr $clk_period * $clk_io_pct] -clock clk0 [all_outputs]
```

==> impl_metrics.env <==
# flow metrics
export IMPL_outcome="finished clean"
export IMPL_powerDensity_mw_per_mm2=271.6
export IMPL_final_cell_mix="mux2i_1, edfxtp_1, nand3_1"
export IMPL_setup_violations_final=0
export IMPL_yosys_stat_area_mm2=0.04879
export IMPL_dp_worst_setup_slack_ns=0.9870
export IMPL_numCtsBuffers=107
export IMPL_compound_area_frac=0.08042
export IMPL_grt_antenna_before_repair=2
export IMPL_fp_row_count=114
export IMPL_flop_cell="edfxtp_1"
export IMPL_worstPathCellList="clkdlybuf4s50_1 -> nor2b_4 -> buf_12 -> a22o_1 -> nor3_1 -> a31oi_1 -> nand3_1 -> clkdlybuf4s50_1"
export IMPL_grt_pass1_wl_um=225500
export IMPL_rsz0062_at_grt="false"
export IMPL_grt_pass1_vias=33310
export IMPL_cp_arrival_ns=4.19
export IMPL_drv_slew=0
export IMPL_grtUsageTotal=0.3504
export IMPL_synthCells=3386
export IMPL_critPathSlowestCell="nor2b_4"
export IMPL_dp_hpwl_um=86980
export IMPL_ys_types=23
export IMPL_num_io_pins=113
export IMPL_postSynthSeqShare=0.6303
export IMPL_wl_per_cell_um=32.24
export IMPL_final_cells=4861
export IMPL_cts_root_buffer="clkbuf_16"
export IMPL_xor_share=0
export IMPL_tightestPinTransition_ns=1.045
export IMPL_hold_viol=0
export IMPL_clkPwrFrac=0.405
export IMPL_die_w_um=314.4
export IMPL_period_needed_ns=5.470
export IMPL_drc_errors=0
export IMPL_floorplan_core_util=0.5045
export IMPL_slew_headroom=0.3013
export IMPL_drive_gt1_frac=0.09735
export IMPL_start_kind="input port"
export IMPL_cp_top_family="buffers and inverters"
export IMPL_cts_resized=0
export IMPL_dieHeight_um=314.4
export IMPL_crit_type="in2out"
export IMPL_hold_buffers=0
export IMPL_worst_path_stages=8
export IMPL_switching_share=0.2317
export IMPL_totalNegativeSetupSlack_ns=0
export IMPL_place_gp_congestion=0.9014
export IMPL_p_leak_nw=20.32
export IMPL_drtPass1Iterations=5
export IMPL_finalWorstSetupSlack_ns=0.9302
export IMPL_required_ns=5.12
export IMPL_drt_iter0_drc=2235
export IMPL_path_common_cell="clkdlybuf4s50_1"
export IMPL_seqPwrFrac=0.500
export IMPL_fillers=7217
export IMPL_viasPerCell=6.462
export IMPL_topCombFamilyByArea="multiplexers"
export IMPL_reg_top3="register x1024"
export IMPL_clk_pin_slew_worst_paths_ns=0.06
export IMPL_largest_reg_flops=1024
export IMPL_grt_max_degree=73
export IMPL_ys_cells=3386
export IMPL_critPathMaxFanout=51
export IMPL_path_buffers=3
export IMPL_grt_overflow=0
export IMPL_power_frac_comb=0.095
export IMPL_ys_sh_adder=0
export IMPL_stdcell_area_mm2=0.05516
export IMPL_place_area_mm2=0.05179
export IMPL_drt_antenna_violating_nets=0
export IMPL_tool_warnings=26
export IMPL_maxCapViolCount=0
export IMPL_fmax_mhz=182.8
export IMPL_port_buffers=112
export IMPL_post_cts_setup_buffers=0
export IMPL_worst_setup_path_end_kind="primary output"
export IMPL_slowest_delay_ns=0.66
export IMPL_hold_class="in2reg"
export IMPL_finalCritPeriodShare=0.8546
export IMPL_async_reset_ff_frac=0
export IMPL_dr_total_vias=31410
export IMPL_synth_flops=1024
export IMPL_vdd_drop_max_mv=0.2108
export IMPL_fp_coreArea_mm2=0.09671
export IMPL_place_inst=4667
export IMPL_synth_area_per_cell_um2=14.41
export IMPL_area_growth_pct=13.07
export IMPL_cts_sinks=1024
export IMPL_switchingPower_mw=3.472
export IMPL_ys_warn_count=1
export IMPL_cts_htree_levels=3
export IMPL_edf_count=1024
export IMPL_simple_gate_share=0.04714
export IMPL_diodes=0
export IMPL_whs_path_depth=2
export IMPL_synth_area_mm2=0.04879
export IMPL_chip_area_mm2=0.09883
export IMPL_ys_sh_mux=0.2101
export IMPL_finalWirelength_um=156700
export IMPL_p_int_mw=11.51
export IMPL_clockBufferDepth=3
export IMPL_cts_tree="built"
export IMPL_top_register="register"
-- cells in the mapped netlist, drive strengths merged, types with 5 or more instances --
cell,instances,share of area
a22oi,192,0.030
a21oi,192,0.020
mux2i,1024,0.21
nand2,195,0.015
nand3b,5,0.00077
nand3,194,0.020
buf,163,0.025
edfxtp,1024,0.63
clkbuf,90,0.0072
nor2,35,0.0027
a22o,128,0.023
nor3,64,0.0066
a31oi,64,0.0082
-- stage by stage --
| stage | utilization | total power [mW] | hold WS, ns |
|---|---|---|---|
| after detailed placement | 0.5355 | 9.039 | 2.120 |
| after global placement | 0.5355 | 9.024 | 2.112 |
| after global routing | 0.5704 | 15.40 | 1.435 |
| after floorplan | - | 8.402 | 1.379 |
| final | 0.5704 | 14.98 | 1.421 |
| after CTS | 0.5704 | 15.03 | 1.400 |
-- layer usage --
layer	global-route usage	wire length, um
met5	0.01064	184
met2	0.4812	69050
met1	0.4626	54200
met4	0.1077	6266
met3	0.2507	27010
-- final timing paths --
check / startpoint / end / slack, ns
min: RDdata_i[21] / register[13][21] / 1.42
max: RTaddr_i[2] / RTdata_o[11] / 0.93
-- kinds of logic (layout without fill, tap and decap cells) --
kind of cell    after synthesis  in the layout
compound gates              576            576
flops                      1024           1024
buf+inv                     253            452
simple gates                509            509
mux                        1024           1024
-- power by group through the flow --
stage | clock network [mW] | registers, mW | logic [mW]
global route | 6.39 | 7.50 | 1.51
finish | 6.06 | 7.50 | 1.42
CTS | 6.13 | 7.50 | 1.41
-- area by class of cell --
type	count	area [um^2]	area share
clock inverters	57	499.2	0.009050
clock buffers	137	2875	0.05212
multi-input cells	2109	16780	0.3042
well taps	1276	1597	0.02894
flip-flops and latches	1024	30750	0.5574
repair buffers	258	2665	0.04831
No activity file was given, so power comes from the tool's default toggle rates.
