--- flow/design.v ---
module dcache_data_sram
(
	clk_i,
	addr_i,
	data_i,
	enable_i,
	write_i,
	data_o
);
input				  clk_i;
input	[4:0]		addr_i;
input	[255:0]	data_i;
input				  enable_i;
input				  write_i;
output	[255:0] 	data_o;
reg		[255:0]		memory 			[0:31];	
always@(posedge clk_i) begin
    if(enable_i && write_i) begin
		memory[addr_i]   <= data_i;
	end
end
assign 	data_o = (enable_i) ? memory[addr_i] : 256'b0;
endmodule
module dcache_tag_sram
(
	clk_i,
	addr_i,
	data_i,
	enable_i,
	write_i,
	data_o
);
input				  clk_i;
input	[4:0]		addr_i;
input	[23:0]	data_i;
input				  enable_i;
input				  write_i;
output	[23:0] 		data_o;
reg		[23:0]		memory 			[0:31];	
always@(posedge clk_i) begin
    if(enable_i && write_i) begin
		memory[addr_i]   <= data_i;
	end
end
assign 	data_o = (enable_i) ? memory[addr_i] : 24'b0;
endmodule
module dcache_top
(
        clk_i, 
        rst_i,
        mem_data_i, 
        mem_ack_i,         
        mem_data_o, 
        mem_addr_o,         
        mem_enable_o, 
        mem_write_o, 
        p1_data_i, 
        p1_addr_i,         
        p1_MemRead_i, 
        p1_MemWrite_i, 
        p1_data_o, 
        p1_stall_o
);
input                                clk_i; 
input                                rst_i;
input        [256-1:0]          mem_data_i; 
input                                      mem_ack_i; 
output        [256-1:0]        mem_data_o; 
output        [32-1:0]        mem_addr_o;         
output                                    mem_enable_o; 
output                                    mem_write_o; 
input        [32-1:0]        p1_data_i; 
input        [32-1:0]        p1_addr_i;         
input                                    p1_MemRead_i; 
input                                    p1_MemWrite_i; 
output        [32-1:0]p1_data_o; 
output                                  p1_stall_o; 
wire        [4:0]                  cache_sram_index;
wire                                    cache_sram_enable;
wire        [23:0]                cache_sram_tag;
wire        [255:0]                cache_sram_data;
wire                                    cache_sram_write;
wire        [23:0]                sram_cache_tag;
wire        [255:0]                sram_cache_data;
wire                                sram_valid;
wire                                sram_dirty;
parameter                         STATE_IDLE              = 3'h0,
                                  STATE_READMISS          = 3'h1,
                                  STATE_READMISSOK        = 3'h2,
                                  STATE_WRITEBACK         = 3'h3,
                                  STATE_MISS              = 3'h4;
reg                [2:0]                state;
reg                                          mem_enable;
reg                                          mem_write;
reg                                          cache_we;
wire                                  cache_dirty;
reg                                          write_back;
wire        [4:0]                  p1_offset;
wire        [4:0]                  p1_index;
wire        [21:0]                p1_tag;
wire        [255:0]                r_hit_data;
wire        [21:0]                sram_tag;
wire                                    hit;
reg         [255:0]                w_hit_data;
wire                                    write_hit;
wire                                    p1_req;
reg                [31:0]                p1_data;
assign         p1_req     = p1_MemRead_i | p1_MemWrite_i;
assign        p1_offset  = p1_addr_i[4:0];
assign        p1_index   = p1_addr_i[9:5];
assign        p1_tag     = p1_addr_i[31:10];
assign        p1_stall_o = ~hit & p1_req;
assign        p1_data_o  = p1_data; 
assign        sram_valid = sram_cache_tag[23];
assign        sram_dirty = sram_cache_tag[22];
assign        sram_tag   = sram_cache_tag[21:0];
assign        cache_sram_index  = p1_index;
assign        cache_sram_enable = p1_req;
assign        cache_sram_write  = cache_we | write_hit;
assign        cache_sram_tag    = {1'b1, cache_dirty, p1_tag};        
assign        cache_sram_data   = (hit) ? w_hit_data : mem_data_i;
assign        mem_enable_o = mem_enable;
assign        mem_addr_o   = (write_back) ? {sram_tag, p1_index, 5'b0} : {p1_tag, p1_index, 5'b0};
assign        mem_data_o   = sram_cache_data;
assign        mem_write_o  = mem_write;
assign        write_hit    = hit & p1_MemWrite_i;
assign        cache_dirty  = write_hit;
assign hit = (p1_tag == sram_tag && sram_valid) ? 1'b1 : 1'b0;
assign r_hit_data = (hit) ? sram_cache_data : 256'b0;
wire                            [31:0]                 actual_offset;
reg                            [255:0]                temp_read; 
assign actual_offset = {{27{1'b0}}, p1_offset} << 3;  
always@(p1_offset or r_hit_data or actual_offset) begin
       temp_read = r_hit_data[255:0] >> actual_offset;
       p1_data[31:0] = temp_read[31:0];
end
reg                      [255:0]        temp_write;
reg                      [255:0]        bin_window;
reg                      [255:0]        bin_value;
always@(p1_offset or r_hit_data or p1_data_i or actual_offset) begin
       bin_window = ~({{224{1'b0}}, {32{1'b1}}} << actual_offset);  
       bin_value = {{224{1'b0}}, p1_data_i} << actual_offset; 
       temp_write = r_hit_data[255:0] & bin_window[255:0];
       w_hit_data[255:0] = temp_write | bin_value;
end
always@(posedge clk_i or negedge rst_i) begin
        if(~rst_i) begin
                state      <= STATE_IDLE;
                mem_enable <= 1'b0;
                mem_write  <= 1'b0;
                cache_we   <= 1'b0; 
                write_back <= 1'b0;
        end
        else begin
                case(state)                
                        STATE_IDLE: begin
                                if(p1_req && !hit) begin         
                                        state <= STATE_MISS;
                                end
                                else begin
                                        state <= STATE_IDLE;
                                end
                        end
                        STATE_MISS: begin
                                if(sram_dirty) begin                 
                                        mem_enable <= 1'b1;
                                        mem_write <= 1'b1;
                                        write_back <= 1'b1;
                                        state <= STATE_WRITEBACK;
                                end
                                else begin                                         
										cache_we <= 1'b1;
                                        mem_enable <= 1'b1;
                                        mem_write <= 1'b0;
										write_back <= 1'b0;
                                        state <= STATE_READMISS;
                                end
                        end
                        STATE_READMISS: begin
                                if(mem_ack_i) begin                         
                                        cache_we <= 1'b1;
                                        mem_enable <= 1'b0;
										mem_write <= 1'b0;
                                        state <= STATE_READMISSOK;
                                end
                                else begin
                                        state <= STATE_READMISS;
                                end
                        end
                        STATE_READMISSOK: begin                         
                                cache_we <= 1'b0;
                                state <= STATE_IDLE;
                        end
                        STATE_WRITEBACK: begin
                                if(mem_ack_i) begin                         
                                        write_back <= 1'b0;
                                        mem_write <= 1'b0;
										mem_enable <= 1'b1;
                                        state <= STATE_READMISS;
                                end
                                else begin
                                        state <= STATE_WRITEBACK;
                                end
                        end
                endcase
        end
end
dcache_tag_sram dcache_tag_sram
(
        .clk_i(clk_i),
        .addr_i(cache_sram_index),
        .data_i(cache_sram_tag),
        .enable_i(cache_sram_enable),
        .write_i(cache_sram_write),
        .data_o(sram_cache_tag)
);
dcache_data_sram dcache_data_sram
(
        .clk_i(clk_i),
        .addr_i(cache_sram_index),
        .data_i(cache_sram_data),
        .enable_i(cache_sram_enable),
        .write_i(cache_sram_write),
        .data_o(sram_cache_data)
);
endmodule
--- flow/run.sh ---
#!/bin/bash
# OpenROAD 26Q1-2900-gdf79404cd8, Yosys 0.63+post, stock flow scripts
make -C /OpenROAD-flow-scripts/flow DESIGN_CONFIG=/design/flow/config.mk WORK_HOME=/design/flow/orfs finish
--- flow/config.mk ---
export PLATFORM = sky130hd
export DESIGN_NAME = dcache_top
export DESIGN_NICKNAME = dcache_top
export VERILOG_FILES = /design/flow/design.v
export SDC_FILE = /design/flow/constraint.sdc
export NUM_CORES = 4
export LEC_CHECK = 1
export CORE_UTILIZATION = 30
export SYNTH_MEMORY_MAX_BITS = 65536
--- flow/constraint.sdc ---
current_design dcache_top

set clk_period 293.9
set clk_io_pct 0.2

create_clock -name clk0 -period $clk_period [get_ports {clk_i}]

set non_clock_inputs [all_inputs -no_clocks]
set_input_delay [expr $clk_period * $clk_io_pct] -clock clk0 $non_clock_inputs
set_output_delay [expr $clk_period * $clk_io_pct] -clock clk0 [all_outputs]
==> Implementation_results.wiki <==
== Flow metrics ==
{| class="wikitable"
! Metric !! Value
|-
| Outcome || complete, but fails checks
|-
| Violations in the final reports || capacitance limit, slew limit
|-
| Combined area of all synthesized cells || 0.350 mm^2
|-
| Setup Crit Path Kind || input port to output port
|-
| Antenna violations before repair || between 150 and 200
|-
| Sequential share of power || between 50 and 60%
|-
| Final-layout worst hold slack || 0.463 ns
|-
| Library cell appearing most often on the critical path || buf_4
|-
| Final routed wire length divided by cell count || between 40 and 50 um
|-
| # Cells Yosys || ~17,000
|-
| Total power per unit cell area || 6.57 mW/mm^2
|-
| Insertion Delay late pin || roughly 1.3 ns
|-
| Synth warnings || 3
|-
| Max Clock Freq || just under 8 MHz
|-
| Die Outline Area || 1.17 mm^2
|-
| Leakage power || roughly 130 nW
|-
| Number of core rows || just under 400
|-
| First-pass GRT wire length || 1,860,000 um
|-
| Nature of the critical path endpoint || output port
|-
| Reg2Reg Setup Slack || approximately 290 ns
|-
| Count of endpoints failing hold in the final timing report || 0
|-
| Synth async-reset ratio || less than 1%
|-
| Global-route total usage across every layer || 25.7%
|-
| Period Utilization, post-route || 43.4%
|-
| Fin crit period || ~130 ns
|-
| Inserted Clock Buffers || between 800 and 900
|-
| Endpoint of the most critical register-to-register path || dcache_data_sram.memory[22][179]
|-
| Top flip-flop cell by instance count after synthesis || edfxtp_1
|-
| FP Util || between 30% and 40%
|-
| Violation count after the first detailed-routing iteration || 16,100
|-
| Clk sink count || between 8,000 and 9,000
|-
| Register-to-Register Path Depth || 17
|-
| Design Area, Final || 0.411 mm^2
|-
| Vias in the first global route || slightly above 200k
|-
| Buffer count from post-CTS setup fixing || 0
|-
| Final-report setup violation count || 0
|-
| Die Y || ~1100 um
|-
| Required time of the critical path || approximately 240 ns
|-
| Horiz. Die Dim || roughly 1100 um
|-
| Power after layout || 2.70 mW
|-
| List of cells traversed by the critical path || buf_16, buf_4, buf_4, buf_4, buf_4, buf_4, buf_4, buf_4, buf_4, buf_4, mux4_2, a22oi_1, a41oi_2, buf_4, mux2i_1, nor2_1, a311oi_1, o21ai_1, a21oi_1, a22oi_1, o22a_1, clkdlybuf4s50_1
|-
| Area growth from synthesis to final layout || 17.5%
|-
| Slew at the pin closest to its max-slew limit || roughly 1.6 ns
|-
| Worst min-delay path category || register to register
|-
| Total of buffers placed on input and output ports || about 640
|-
| Clock root buffer master || clkbuf_16
|-
| Max-slew violation total from the final report || 2
|-
| Internal Pwr Total || 2.07 mW
|-
| Deepest level of the CTS H-tree || 6
|-
| Sw power || between 600 and 700 uW
|-
| Number of routed nets with antenna violations || 0
|-
| Avg Cell Area, Syn || between 20 and 25 um^2
|-
| Standard cell core area || between 1 and 1.5 mm^2
|-
| CP max stage delay || 0.67 ns
|-
| Layout cell share with drive strength beyond 1 || between 20% and 30%
|-
| Layout Skew || between 0.08 and 0.09 ns
|-
| CTS resizes || 0
|-
| Synthesized flop and latch total || between 8,000 and 9,000
|-
| Gate power share || ~7.9%
|-
| Fill cell count || approximately 110k
|-
| Via density per instance || roughly 5.4
|-
| Crit path launch type || input port
|-
| RR Startpoint || dcache_tag_sram.memory[22][7]
|-
| Maximum root-to-sink buffer count || 4
|-
| Remaining design rule violation count || 0
|-
| Worst path slowest cell || buf_4
|-
| Residual overflow from global routing || 0
|-
| Worst path buffer plus inverter count || 12
|-
| Number of unique standard cell types used by synthesis || roughly 89
|-
| Cell class contributing the biggest share of worst-path delay || buffers and inverters
|-
| Launch point of the critical path || p1_addr_i[5]
|-
| Post-CTS clock slew at the launch and capture registers of the worst setup and hold paths || ~0.060 ns
|-
| Drt first pass iters || 8
|-
| Hold-fix buffers, CTS || 0
|-
| Number of flops mapped to enable cells by yosys || around 9,000
|-
| Area after detailed placement || about 0.38 mm^2
|-
| Number of warnings in the stage logs || 28
|-
| Total negative setup slack || 0 ns
|-
| Vias post-DR || 190,000
|-
| Cells after synthesis || around 17,000
|-
| Crit path max fanout || approximately 44
|-
| # IOs || between 600 and 700
|-
| Sequential fraction of the synthesis area || between 70% and 80%
|-
| Setup repair after global routing missed its margin || false
|-
| Critical Path Stages || 22
|-
| Total wire length after detailed routing || 1,410,000 um
|-
| HPWL after detailed placement || ~910,000 um
|-
| Worst VDD drop || between 6 and 7 uV
|-
| Remaining max-slew budget at the tightest pin || -4.30%
|-
| Count of maximum capacitance violations || 1
|-
| Net switching share of the total power || 23.5%
|-
| CTS tree || yes
|-
| Timing endpoint of the critical path || p1_data_o[13]
|-
| Power share of the clock group || between 40% and 50%
|-
| Pin count of the biggest net entering global routing || approximately 99
|-
| Area of the synthesized netlist per yosys stat || roughly 0.35 mm^2
|-
| Arrival time reported for the critical path endpoint || 68.76 ns
|-
| Final weighted congestion of routability-driven global placement || approximately 1.1
|}
==> synthesized netlist by cell type (all sizes together) (11+ instances only) <==
| cell | number | share of area [%] |
|---|---|---|
| nor3 | 45 | 0.069 |
| a31oi | 122 | 0.22 |
| mux2i | 460 | 1.3 |
| o22ai | 220 | 0.39 |
| nand4 | 109 | 0.19 |
| a32oi | 43 | 0.11 |
| nor3b | 11 | 0.028 |
| a21o | 15 | 0.032 |
| o221ai | 11 | 0.028 |
| edfxtp | 8928 | 77 |
| nand3 | 42 | 0.061 |
| o22a | 17 | 0.043 |
| mux2 | 93 | 0.30 |
| a22oi | 1055 | 2.3 |
| mux4 | 2082 | 13 |
| xnor2 | 24 | 0.060 |
| and4 | 105 | 0.26 |
| nor4 | 17 | 0.040 |
| inv | 32 | 0.034 |
| and2 | 82 | 0.15 |
| or2 | 12 | 0.021 |
| buf | 667 | 1.2 |
| a41oi | 90 | 0.23 |
| a211oi | 25 | 0.054 |
| a21oi | 215 | 0.31 |
| nor2 | 537 | 0.58 |
| o21ai | 361 | 0.52 |
| nand2 | 485 | 0.52 |
| a22o | 47 | 0.12 |
| o211ai | 20 | 0.043 |
| clkbuf | 390 | 0.42 |
==> how the worst min path moves through the flow <==
stage / cells after the start / end / slack, ns / startpoint
after CTS: 1 / cache_we / 0.47 / state[2]
after global routing: 1 / cache_we / 0.49 / state[2]
final: 1 / cache_we / 0.46 / state[2]
==> metrics by stage <==
stage / utilization [%] / cells / worst slack [ns]
floorplan: - / 16500 / 173.19
global placement: 32.9 / 33000 / 166.19
detailed placement: 32.9 / 33000 / 166.26
CTS: 35.3 / 34600 / 166.25
global route: 35.4 / 34800 / 165.64
finish: 35.4 / 34900 / 166.36
==> power groups by stage <==
stage	Clock (mW)	Sequential [mW]	Combinational (mW)
finish	1.09	1.40	0.213
global route	1.15	1.40	0.215
CTS	1.10	1.40	0.205
==> area by class of cell <==
type	instances	area, um^2	share of cell area [%]
timing repair buffer	2001	17200	4.18
clock inverter	538	5320	1.29
clock buffer	1050	22400	5.44
antenna	292	731	0.178
multi-input combinational	6485	77900	18.9
sequential	8937	268000	65.2
inverter	35	143	0.0347
tap	15500	19400	4.72
==> placed cells by master (no fill, tap or decap), types with 93 or more instances in the layout <==
cell and n:
o21ai_2 196, clkbuf_16 867, o22ai_1 220, nand2_1 472, and4_1 105, clkdlybuf4s50_1 635, nand4_1 109, buf_4 1319
edfxtp_1 8928, clkbuf_1 183, nor2_1 476, mux2_2 93, a21oi_1 203, clkinv_2 140, diode_2 292, o21ai_0 103
clkinv_1 235, a31oi_1 120, mux4_2 2082, a22oi_1 1054, mux2i_1 458
==> kinds of logic after synthesis <==
| kind of cell | after synthesis | synth area share [%] |
|---|---|---|
| buffers and inverters | 1092 | 1.70 |
| XOR/XNOR | 24 | 0.0600 |
| adder cells (fa/ha/maj) | 2 | 0.00714 |
| multiplexers | 2635 | 15.0 |
| AND/OR/NAND/NOR | 1490 | 2.03 |
| flip-flops | 8937 | 76.6 |
| other | 1 | 0.00107 |
| AND-OR/OR-AND | 2329 | 4.57 |
==> flip-flops by register name, indices dropped and copies added (netlist names) <==
| name | flops |
|---|---|
| dcache_tag_sram.memory | 736 |
| mem_enable | 1 |
| write_back | 1 |
| cache_we | 1 |
| mem_write | 1 |
| state | 5 |
| dcache_data_sram.memory | 8192 |
==> metal layers <==
layer	track usage, %	wire [um]	part of all wire [%]
met2	35.9	622000	44
met3	21.7	271000	19
met4	20.1	148000	10
met1	22.8	364000	26
met5	4.16	5250	0.37
Power is estimated from default activity; no workload was simulated.
