**./run.sh**
```bash
#!/bin/bash
# OpenROAD 26Q1-2900-gdf79404cd8, Yosys 0.63+post, stock flow scripts
make -C /OpenROAD-flow-scripts/flow DESIGN_CONFIG=/design/flow/config.mk WORK_HOME=/design/flow/orfs finish
```
**./config.mk**
```make
export PLATFORM = sky130hd
export DESIGN_NAME = Data_Memory
export DESIGN_NICKNAME = Data_Memory
export VERILOG_FILES = /design/flow/design.v
export SDC_FILE = /design/flow/constraint.sdc
export NUM_CORES = 4
export LEC_CHECK = 1
export CORE_UTILIZATION = 50
```
**./constraint.sdc**
```tcl
current_design Data_Memory

set clk_period 3.0
set clk_io_pct 0.2

create_clock -name clk0 -period $clk_period [get_ports {clk_i}]

set non_clock_inputs [all_inputs -no_clocks]
set_input_delay [expr $clk_period * $clk_io_pct] -clock clk0 $non_clock_inputs
set_output_delay [expr $clk_period * $clk_io_pct] -clock clk0 [all_outputs]
```
**./design.v**
```verilog
module Data_Memory
(
	clk_i,
	addr_i,
	data_i,
	MemWrite_i,
	data_o
);
input clk_i;
input [31:0] addr_i;
input [31:0] data_i;
input MemWrite_i;
output [31:0] data_o;
reg [7:0] memory [0:31];
always@(posedge clk_i)
begin
	if(MemWrite_i == 1)
	begin
		memory[addr_i] <= data_i;
	end
end
assign data_o = memory[addr_i];
endmodule
```
==> results.json <==
{
  "ys_warn_count": 1,
  "grt_pass1_vias": 5780,
  "path_max_fanout": 7,
  "std_cell_rows": 51,
  "critical_path_class": "primary input to output port",
  "area_leaders": "edfxtp_1 (75%), mux2i_1 (13%), o22ai_1 (3.9%)",
  "drc": 0,
  "core-area_sq_um": 19780,
  "setup_viol": 0,
  "yosysCellCount": 593,
  "edf_count": 256,
  "status": "finished, final reports clean",
  "first_iter_violations": 367,
  "worstPathArrival_ns": 2.33,
  "fin_crit_ns": 2.929,
  "synth.largest_area_cell": "edfxtp_1",
  "viasPerCell": 5.519,
  "end_kind": "output port",
  "worst_ep_required_time_ns": 2.40,
  "dp_hpwl_um": 13910,
  "largest_reg_flops": 256,
  "clock-sinks": 256,
  "grt_usage_pct": 23.95,
  "ys_ff": 256,
  "floorplan.core_util_pct": 51.71,
  "start_kind": "primary input",
  "avgSynthCellArea_sq_um": 17.25,
  "port_buffers": 22,
  "critPathCapture": "data_o[5]",
  "cts_tree": "done",
  "critical_path.slowest_cell": "or4b_4",
  "cts_max_level": 1,
  "power_mw": 7.217,
  "p_leak_nw": 4.668,
  "via_count": 5662,
  "warning_count": 77,
  "most_common_cell": "edfxtp_1",
  "synth_top_area_share_pct": 75.15,
  "drt-pass1-iter-count": 4,
  "ys_area_sq_um": 10230,
  "clk_path_buf_depth": 3,
  "overflow": 0,
  "fmaxAchievable_ghz": 0.3414,
  "area_growth_pct": 27.14,
  "die_h_um": 145.0,
  "final_max_slew_viol_count": 0,
  "antenna_found_initial": 0,
  "rsz0062_at_grt": "false",
  "seq_area_frac_synth_pct": 75.15,
  "async_flop_share_pct": 0,
  "die-area_sq_um": 21040,
  "path_buffers": 5,
  "top_register": "memory",
  "finalCritPeriodShare_pct": 97.64,
  "clk_pin_slew_ns": 0.06,
  "io-pin-count": 98,
  "pre_cts_ws_ns": -0.6934,
  "detail-route-antenna-nets": 0,
  "path_depth": 9,
  "grt_max_degree": 33,
  "fp.dieW_um": 145.0,
  "critPathMaxStageDelay_ns": 0.60,
  "root_buffer": "clkbuf_16",
  "reg.largest.list": "memory x256",
  "synth.top_cells.by_count": "edfxtp_1 (256), mux2i_1 (128), o22ai_1 (63), nor2_1 (29), buf_4 (24)",
  "layout-drive-gt1-share_pct": 31.93,
  "wl_per_cell_um": 21.40,
  "cp_top_family": "buffers and inverters",
  "cpMostUsedCell": "buf_4",
  "crit_start": "addr_i[4]",
  "maxCapViolations": 0,
  "syn-cell-area_sq_um": 10230,
  "hold_start": "addr_i[3]",
  "hold_viol": 0,
  "grt_pass1_wl_um": 33810,
  "fin_ws_ns": 0.07086,
  "hp-class": "primary input to flop",
  "yosysUniqueCellTypes": 25,
  "power_density_nw_per_um2": 554.9,
  "synth_cells": 593,
  "diodes": 0,
  "gp_congestion": 0.8527,
  "peakVddDrop_mv": 0.5110,
  "wl_um": 21950,
  "numCtsBuffers": 25,
  "path_cells": "buf_4 > buf_6 > buf_4 > or4b_4 > buf_4 > o22ai_4 > nor4_4 > nand2_1 > dlygate4sd2_1",
  "dominantRegCellSynth": "edfxtp_1"
}
[routing by layer]
metal	up-vias	global-route usage [%]	part of all wire, %
li1	2632	-	-
met1	2802	37.46	39
met2	198	35.89	49
met3	30	9.904	9.5
met4	0	4.415	2.0
met5	-	0	0
[cells by family after synthesis]
kind of cell,after synthesis,share of synthesized area (%)
flip-flops,256,75.15
AND-OR/OR-AND,64,3.975
other,1,0.03666
AND/OR/NAND/NOR,85,4.844
buffers and inverters,59,3.474
multiplexers,128,12.52
[worst min-delay path by stage]
| stage | to | slack, ns | cells past startpoint |
|---|---|---|---|
| after CTS | memory[4][7] | 0.88 | 6 |
| after global routing | memory[4][7] | 0.88 | 6 |
| final | memory[4][7] | 0.85 | 6 |
[what timing repair did]
action,CTS,global route
cloned,3,0
buffers inserted,20,11
resized,135,22
pin swaps,36,9
setup endpoints to repair,8,7
hold buffers,0,0
[per-stage QoR]
step | instance area (sq um) | TNS (ns) | utilization, % | cells | hold slack [ns]
6_report | 13010 | 0 | 65.75 | 1026 | 0.8470
5_1_grt | 13010 | 0 | 65.75 | 1026 | 0.8792
4_1_cts | 12870 | -0.06644 | 65.09 | 1016 | 0.8795
3_5_place_dp | 11360 | -5.118 | 57.41 | 953 | 1.462
3_3_place_gp | 11360 | -5.044 | 57.41 | 953 | 1.452
2_1_floorplan | 10320 | 0 | - | 616 | 0.6989
[final cells by class]
type | count | area, sq um
timing repair buffer | 162 | 1381
multi-input combinational | 301 | 2910
fill | 1331 | 6775
clock buffer | 34 | 659.4
sequential | 256 | 7687
tap | 265 | 331.6
clock inverter | 8 | 36.28
[cells in the final DEF, fill, tap and decap left out, types with 5 or more instances in the layout]
| master | instances |
|---|---|
| buf_12 | 5 |
| buf_2 | 7 |
| buf_4 | 112 |
| buf_6 | 21 |
| clkbuf_1 | 9 |
| clkbuf_16 | 25 |
| clkdlybuf4s50_1 | 9 |
| clkinv_1 | 5 |
| conb_1 | 24 |
| edfxtp_1 | 256 |
| mux2i_1 | 125 |
| nand2_1 | 7 |
| nor2_1 | 29 |
| nor4_2 | 5 |
| nor4_4 | 10 |
| o22ai_1 | 27 |
| o22ai_2 | 17 |
| o22ai_4 | 20 |
[report_power, final]
part	switching, mW	internal (mW)	total (mW)
registers	0.00894	3.98	3.99
clock network	1.18	1.52	2.70
logic	0.287	0.240	0.527
